===== flow/design.v =====
module ALU(
    input         [31:0]  ALU_A,
    input         [31:0]  ALU_B,
    input         [3:0]   ALU_sel,
    output   reg  [31:0]  ALU_C,
    output   reg          outputBranch
    );
    wire            subsel;
    wire    [1:0]   shiftSel;
    wire    [1:0]   logicSel;
    wire    [1:0]   ALUop_sel;    
    reg     [31:0]  outputAdder;
    reg     [31:0]  outputLogic;
    wire    [31:0]  outputShift;
    ALU_decoder U_decoder(
        .ALU_sel(ALU_sel),
        .subsel(subsel),
        .logicSel(logicSel),
        .shiftSel(shiftSel),
        .ALUop_sel(ALUop_sel)
    );
    always @ (*) begin
        case(ALUop_sel)
            2'b00:  ALU_C = outputAdder;
            2'b01:  ALU_C = outputLogic;
            2'b10:  ALU_C = outputShift;
            2'b11:  ALU_C = ALU_B;           
            default outputAdder = 32'b0;
        endcase
    end    
    always @ (*) begin
        case(subsel)
            1'b0:    outputAdder = ALU_A + ALU_B;
            1'b1:    outputAdder = ALU_A + ~ALU_B + 1;
            default  outputAdder = 32'b0;
        endcase
    end
    always @ (*) begin
        case(logicSel)       
            2'b01:   outputLogic = ALU_A & ALU_B;
            2'b10:   outputLogic = ALU_A | ALU_B;
            2'b11:   outputLogic = ALU_A ^ ALU_B;
            default  outputLogic = 32'b0;
        endcase
    end
    barrelshifter U_Shifter(
        .shiftSel   (shiftSel)   ,
        .alu_a      (ALU_A)      ,
        .alu_b      (ALU_B)      ,
        .outputShift(outputShift)
    );
    reg [31:0] cmp_num;
    always @(*) begin
        cmp_num = ALU_A + ~ALU_B + 1;
        case (ALU_sel)
            4'b1001:  begin      
                if (cmp_num[30:0] != 'd0)   outputBranch = 1'b0;
                else                        outputBranch = 1'b1;
            end
            4'b1010: begin       
                if (cmp_num[30:0] != 'd0)   outputBranch = 1'b1;
                else                        outputBranch = 1'b0;
            end
            4'b1011: begin       
                if (cmp_num[30:0] == 'd0)   outputBranch = 1'b0;
                else if (cmp_num[31])       outputBranch = 1'b1;
                else                        outputBranch = 1'b0;
            end
            4'b1100: begin       
                if (cmp_num[30:0] == 'd0)   outputBranch = 1'b1;
                else if (cmp_num[31])       outputBranch = 1'b0;
                else                        outputBranch = 1'b1;
            end
            4'b1101: begin       
                outputBranch = 1'b1;
            end
            4'b1110: begin       
                outputBranch = 1'b1;
            end
            default: outputBranch = 1'b0;
        endcase
    end
endmodule
module ALU_decoder(
    input       [3:0] ALU_sel,
    output  reg       subsel,
    output  reg [1:0] shiftSel,
    output  reg [1:0] logicSel,
    output  reg [1:0] ALUop_sel
    );
    localparam  ADD  = 4'b0000;
    localparam  SUB  = 4'b0001;
    localparam  AND  = 4'b0010;
    localparam  OR   = 4'b0011;
    localparam  XOR  = 4'b0100;
    localparam  SLL  = 4'b0101;
    localparam  SRL  = 4'b0110;
    localparam  SRA  = 4'b0111;
    localparam  LUI  = 4'b1000;
    localparam  BEQ  = 4'b1001;
    localparam  BNE  = 4'b1010;
    localparam  BLT  = 4'b1011;
    localparam  BGE  = 4'b1100;
    localparam  JAL  = 4'b1101;
    localparam  JALR = 4'b1110;
always @ (*) begin
    case(ALU_sel)
        ADD: begin
            subsel    = 1'b0;
            shiftSel  = 2'b00;
            logicSel  = 2'b00;
            ALUop_sel = 2'b00;
        end
        SUB: begin
            subsel    = 1'b1;
            shiftSel  = 2'b00;
            logicSel  = 2'b00;
            ALUop_sel = 2'b00;
        end
        AND: begin
            subsel    = 1'b0;
            shiftSel  = 2'b00;
            logicSel  = 2'b01;
            ALUop_sel = 2'b01;
        end
        OR:  begin
            subsel    = 1'b0;
            shiftSel  = 2'b00;
            logicSel  = 2'b10;
            ALUop_sel = 2'b01;
        end
        XOR: begin
            subsel    = 1'b0;
            shiftSel  = 2'b00;
            logicSel  = 2'b11;
            ALUop_sel = 2'b01;
        end
        SLL: begin
            subsel    = 1'b0;
            shiftSel  = 2'b01;
            logicSel  = 2'b00;
            ALUop_sel = 2'b10;
        end
        SRL: begin
            subsel    = 1'b0;
            shiftSel  = 2'b10;
            logicSel  = 2'b00;
            ALUop_sel = 2'b10;
        end
        SRA: begin
            subsel    = 1'b0;
            shiftSel  = 2'b11;
            logicSel  = 2'b00;
            ALUop_sel = 2'b10;
        end
        LUI: begin
            subsel    = 1'b0;
            shiftSel  = 2'b00;
            logicSel  = 2'b00;
            ALUop_sel = 2'b11;
        end
        default: begin
            subsel    = 1'b1;
            shiftSel  = 2'b00;
            logicSel  = 2'b00;
            ALUop_sel = 2'b00;
        end
    endcase
end
endmodule
module EX(
    input       [31:0]  RF_rD1,
    input       [31:0]  RF_rD2,
    input       [31:0]  SEXT_ext,
    input       [31:0]  mem_alu_c,
    input       [31:0]  wb_wD,
    input               ALUB_sel,
    input       [3:0]   ALU_sel,
    input       [1:0]   forward_a,
    input       [1:0]   forward_b,
    output              alu_bran,
    output  reg [31:0]  alu_a,
    output  reg [31:0]  alu_b,
    output      [31:0]  ALU_C
    );
    always @(*) begin
        case (forward_a)
            2'b00:   alu_a = RF_rD1;
            2'b01:   alu_a = mem_alu_c;
            2'b10:   alu_a = wb_wD;
            default: alu_a = 32'h0;
        endcase
    end
    always @(*) begin
        if (ALUB_sel) begin
            alu_b = SEXT_ext;
        end
        else begin
            case (forward_b)
                2'b00:   alu_b = RF_rD2;
                2'b01:   alu_b = mem_alu_c;
                2'b10:   alu_b = wb_wD;
                default: alu_b = 32'h0;
            endcase
        end
    end
    ALU U_ALU(
        .ALU_A(alu_a),
        .ALU_B(alu_b),
        .ALU_sel(ALU_sel),
        .ALU_C(ALU_C),
        .outputBranch(alu_bran)
    );
endmodule
module barrelshifter(
    input   [1:0]   shiftSel,
    input   [31:0]  alu_a,
    input   [31:0]  alu_b,
    output  reg [31:0]  outputShift
    );
    reg [31:0] temp;
    reg [4:0]  shifter;
    always @(*) begin
        shifter = alu_b[4:0];
        case(shiftSel)
            2'b01:  begin
                temp = shifter[0] ? {alu_a[30:0],  1'b0   } : alu_a;
                temp = shifter[1] ? { temp[29:0],  2'b00  } : temp;
                temp = shifter[2] ? { temp[27:0],  4'h0   } : temp;
                temp = shifter[3] ? { temp[23:0],  8'h00  } : temp;
                temp = shifter[4] ? { temp[15:0], 16'h0000} : temp;
            end
            2'b10:  begin
                temp = shifter[0] ? { 1'b0   , alu_a[31:1]} : alu_a;
                temp = shifter[1] ? { 2'b00  , temp[31:2] } : temp;
                temp = shifter[2] ? { 4'h0   , temp[31:4] } : temp;
                temp = shifter[3] ? { 8'h00  , temp[31:8] } : temp;
                temp = shifter[4] ? {16'h0000, temp[31:16]} : temp;
            end
            2'b11:  begin
                temp = shifter[0] ? {    alu_a[31]  , alu_a[31:1]} : alu_a;
                temp = shifter[1] ? {{ 2{alu_a[31]}}, temp[31:2] } : temp;
                temp = shifter[2] ? {{ 4{alu_a[31]}}, temp[31:4] } : temp;
                temp = shifter[3] ? {{ 8{alu_a[31]}}, temp[31:8] } : temp;
                temp = shifter[4] ? {{16{alu_a[31]}}, temp[31:16]} : temp;
            end
        endcase
        outputShift = temp;
    end
endmodule

===== flow/run.sh =====
#!/bin/bash
# OpenROAD 26Q1-2900-gdf79404cd8, Yosys 0.63+post, stock flow scripts
make -C /OpenROAD-flow-scripts/flow DESIGN_CONFIG=/design/flow/config.mk WORK_HOME=/design/flow/orfs finish

===== flow/config.mk =====
export PLATFORM = sky130hd
export DESIGN_NAME = EX
export DESIGN_NICKNAME = EX
export VERILOG_FILES = /design/flow/design.v
export SDC_FILE = /design/flow/constraint.sdc
export NUM_CORES = 4
export LEC_CHECK = 1
export CORE_UTILIZATION = 50

===== flow/constraint.sdc =====
current_design EX

set clk_period 26.0
set clk_io_pct 0.2

create_clock -name clk0 -period $clk_period

set non_clock_inputs [all_inputs -no_clocks]
set_input_delay [expr $clk_period * $clk_io_pct] -clock clk0 $non_clock_inputs
set_output_delay [expr $clk_period * $clk_io_pct] -clock clk0 [all_outputs]

==> job_summary.md <==
### Flow metrics

| Metric | Value |
|---|---|
| Static leakage | about 5.5 nW |
| TNS Setup | 0 ns |
| OpenROAD warning count | between 90 and 100 |
| Hold WC Path Type | in -> out |
| Final setup vio count | 0 |
| Top cells by count, synth | 184 x mux2i_1, 151 x nand2_1, 143 x nor2_1, 107 x a21oi_1, 96 x ha_1 |
| Global Route met2 Usage | 68.3% |
| Max incr delay on CP | 0.50 ns |
| Pre-CTS setup slack | 10.16 ns |
| Boundary Pins | 266 |
| Clock buffer count | 0 |
| Post-synthesis cell area | 0.00968 mm^2 |
| Post-CTS Resized | 0 |
| Dominant cell area share | between 10% and 20% |
| Remaining DRCs | 0 |
| Pin count of the biggest net entering global routing | just over 70 |
| Final slew viol count | 0 |
| Worst setup EP type | output port |
| RSZ-0062 raised after global routing | no |
| Initial antenna violation count | 1 |
| WP data arrival | between 10 and 15 ns |
| Seq_cells | 0 |
| Worst-path maximum fanout | 33 |
| GR Overflow Total | 0 |
| Comb. cell area | 0.00886 mm^2 |
| Fmax achieved | between 0.06 and 0.07 GHz |
| Max-Cap Viols | 0 |
| Placed inst area | about 0.012 mm^2 |
| Slew at the pin closest to its max-slew limit | approximately 0.91 ns |
| Synth warn | 68 |
| Row Count | around 50 |
| P per Cell Area | between 30 and 40 mW/mm^2 |
| Cell count of the worst hold path | 3 |
| Cts hold-fix bufs | 0 |
| Syn avg cell area | 6.70 um^2 |
| Cell type with the largest total area | mux2i_1 |
| RePlAce Congestion | 1.17 |
| Startpoint Class | primary input |
| Distinct lib cells used | roughly 86 |
| Layout area overhead | 28.5% |
| Final non-filler cell area | 0.0124 mm^2 |
| Fillers | between 1500 and 2000 |
| # Post-CTS Setup Buffers | 0 |
| Met1 GRT Util | roughly 63% |
| Final Hold Vio Count | 0 |
| Initial DRC count | about 1400 |
| Hold slack | roughly 12 ns |
| Chip area | ~0.02 mm^2 |
| Fin crit period | 15.95 ns |
| Grt peak-use layer | met2 |
| Hold_sp | SEXT_ext[26] |
| Core Box Area | about 0.019 mm^2 |
| WL final | 49600 um |
| VDD IR max | 14.4 uV |
| M3 GR Usage | between 20% and 30% |
| Hold EP | alu_b[26] |
| Die height | 141 um |
| Vias in the first global route | around 12000 |
| Vias per inst | a little under 7 |
| Gr usage total | 49.4% |
| Setup CP Type | in -> out |
| Reg area | 0 um^2 |
| Drt pass-1 iters | 8 |
| Synth area leaders | mux2i_1 19%, ha_1 12%, nand2_1 5.9% |
| WL/cell | ~26 um |
| Vias | roughly 13000 |
| Status | finished clean |
| Syn Inst Count | roughly 1400 |
| First-pass GRT wire length | around 73000 um |
| Die Wd | ~140 um |
| Final worst-path cycle share | roughly three fifths |
| Slowest CP cell | clkdlybuf4s50_1 |
| Final worst setup slack | around 10 ns |
| Tot Pwr | around 0.38 mW |
| Yosys stat area | 0.00968 mm^2 |
| Hpwl dp | 39100 um |
| Most common cell in the synthesized netlist | mux2i_1 |
| Sequential-to-total area share from yosys stat | 0% |
| Crit path cell chain | clkdlybuf4s50_1 -> buf_4 -> nor2b_2 -> buf_4 -> a21o_1 -> ha_1 -> a21oi_1 -> nor2_1 -> a2111o_1 -> a2111oi_0 -> o2111a_1 -> o2111ai_1 -> nor4_1 -> nand4_1 -> and3_1 -> a211oi_1 -> clkdlybuf4s50_1 |
| Post-DRT Antenna Nets | 0 |
| Initial Util | about half |
| Layout cells sized above 1 | 6.70% |
| Critical Path RT | roughly 21 ns |
| Yosys Instances | ~1400 |
| PortBufs | around 270 |
| Slew margin rel. | between 30% and 40% |
-- cell usage in the layout (no fill, tap or decap), types with 9 or more instances in the layout --
master,Yosys,final
a21oi_1,107,107
o21a_1,9,9
or3_1,12,12
nor2_1,143,143
mux2i_1,184,181
nand2b_1,10,10
o21ai_1,38,38
a221oi_1,16,16
a22oi_1,11,11
buf_4,7,37
o31ai_1,9,9
o211ai_1,23,23
inv_1,79,79
o22ai_1,9,9
ha_1,96,96
o21ai_0,79,79
nand3_1,28,28
clkdlybuf4s50_1,0,263
nand2_1,151,151
a211oi_1,28,28
nor3_1,30,29
a31oi_1,11,11
mux2_2,35,35
a21o_1,32,32
o221ai_1,27,27
-- metal layers --
metal | up-vias | share of wire (%) | wire length (um)
li1 | 5708 | - | -
met4 | 0 | 7.6 | 3770
met2 | 1125 | 39 | 19500
met5 | - | 0 | 0
met3 | 209 | 17 | 8370
met1 | 5810 | 36 | 18000
-- metrics by stage --
step	utilization, %	std cells
floorplan	-	1445
global placement	66.0	1886
detailed placement	66.0	1886
CTS	66.0	1886
global route	66.0	1887
finish	66.0	1887
-- final cells by class --
cell class / instances / share of cell area (%)
Timing Repair Buffer: 303 / 23.5
Inverter: 86 / 2.62
Multi-Input combinational cell: 1237 / 71.2
Antenna cell: 1 / 0.0201
Tap cell: 260 / 2.62
-- worst max-delay path, delay by kind of cell --
kind / cells / cell delay, ns
AOI/OAI and AO/OA: 7 / 2.16
adders and majority gates: 1 / 0.42
buffers and inverters: 4 / 1.69
and+or+nand+nor: 5 / 1.21
-- how the worst max path moves through the flow --
stage | startpoint | end | slack (ns) | cells after the start
6_report | forward_a[1] | alu_bran | 10.06 | 17
5_1_grt | forward_b[0] | alu_bran | 9.67 | 19
4_1_cts | forward_b[0] | alu_bran | 10.12 | 19
-- cell families (layout without fill, tap and decap cells) --
group | Yosys count | after routing | synth area share [%]
multiplexers | 231 | 231 | 25.5
other | 0 | 1 | 0
AND-OR/OR-AND | 475 | 475 | 32.6
XOR/XNOR | 10 | 10 | 0.905
AND/OR/NAND/NOR | 424 | 424 | 19.3
buffers and inverters | 208 | 389 | 9.02
adder cells (fa/ha/maj) | 97 | 97 | 12.6
-- power by group --
part | leakage, nW | internal [mW] | switching (mW)
Combinational | 5.46 | 0.155 | 0.229
Sequential | 0 | 0 | 0
Clock | 0.00000634 | 0.00000000515 | 0
Power figures rest on the tool's default switching activity, not on a simulated workload.
