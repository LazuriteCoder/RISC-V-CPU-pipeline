### ./run.sh
#!/bin/bash
# OpenROAD 26Q1-2900-gdf79404cd8, Yosys 0.63+post, stock flow scripts
make -C /OpenROAD-flow-scripts/flow DESIGN_CONFIG=/design/flow/config.mk WORK_HOME=/design/flow/orfs finish
### ./config.mk
export PLATFORM = sky130hd
export DESIGN_NAME = ID_EX
export DESIGN_NICKNAME = ID_EX
export VERILOG_FILES = /design/flow/design.v
export SDC_FILE = /design/flow/constraint.sdc
export NUM_CORES = 4
export LEC_CHECK = 1
export CORE_AREA = 10 10 218 218
export DIE_AREA = 0 0 228 228
### ./constraint.sdc
current_design ID_EX

set clk_period 1.5
set clk_io_pct 0.2

create_clock -name clk0 -period $clk_period [get_ports {clk}]

set non_clock_inputs [all_inputs -no_clocks]
set_input_delay [expr $clk_period * $clk_io_pct] -clock clk0 $non_clock_inputs
set_output_delay [expr $clk_period * $clk_io_pct] -clock clk0 [all_outputs]
### ./design.v
module ID_EX(
    input               clk,
    input               rst_n,
    input               stall,
    input               cu_pc_sel,
    input       [1:0]   cu_wd_sel,
    input               cu_rf_we,
    input       [2:0]   cu_sext_op,
    input               cu_ALUB_sel,
    input       [3:0]   cu_ALU_sel,
    input               cu_dram_we,
    input               cu_whi,
    output  reg         ex_pc_sel,
    output  reg [1:0]   ex_wd_sel,
    output  reg         ex_rf_we,
    output  reg [2:0]   ex_sext_op,
    output  reg         ex_ALUB_sel,
    output  reg [3:0]   ex_ALU_sel,
    output  reg         ex_dram_we,
    input       [31:0]  id_RF_rD1,
    input       [31:0]  id_RF_rD2,
    input       [31:0]  id_SEXT_ext,
    input       [31:0]  id_inst,
    input       [31:0]  id_pc,
    input       [4:0]   id_wR,
    output  reg [31:0]  ex_RF_rD1,
    output  reg [31:0]  ex_RF_rD2,
    output  reg [31:0]  ex_SEXT_ext,
    output  reg [31:0]  ex_pc,
    output  reg [31:0]  ex_inst,
    output  reg [4:0]   ex_wR,
    output  reg         ex_whi
    );
    always @(posedge clk or negedge rst_n) begin
        if (!rst_n)     ex_pc_sel <= 1'b0;
        else if (stall) ex_pc_sel <= 1'b0;
        else            ex_pc_sel <= cu_pc_sel;
    end
    always @(posedge clk or negedge rst_n) begin
        if (!rst_n)     ex_wd_sel <= 2'b10;
        else if (stall) ex_wd_sel <= 2'b10;
        else            ex_wd_sel <= cu_wd_sel;
    end
    always @(posedge clk or negedge rst_n) begin
        if (!rst_n)     ex_rf_we <= 1'b0;
        else if (stall) ex_rf_we <= 1'b0;
        else            ex_rf_we <= cu_rf_we;
    end
    always @(posedge clk or negedge rst_n) begin
        if (!rst_n)     ex_sext_op <= 3'b000;
        else if (stall) ex_sext_op <= 3'b000;
        else            ex_sext_op <= cu_sext_op;
    end
    always @(posedge clk or negedge rst_n) begin
        if (!rst_n)     ex_ALUB_sel <= 1'b0;
        else if (stall) ex_ALUB_sel <= 1'b0;
        else            ex_ALUB_sel <= cu_ALUB_sel;
    end
    always @(posedge clk or negedge rst_n) begin
        if (!rst_n)     ex_ALU_sel <= 4'h0;
        else if (stall) ex_ALU_sel <= 4'h0;
        else            ex_ALU_sel <= cu_ALU_sel;
    end
    always @(posedge clk or negedge rst_n) begin
        if (!rst_n)     ex_dram_we <= 4'h0;
        else if (stall) ex_dram_we <= 4'h0;
        else            ex_dram_we <= cu_dram_we;
    end
    always @(posedge clk or negedge rst_n) begin
        if (!rst_n)     ex_RF_rD1 <= 32'h00000000;
        else if (stall) ex_RF_rD1 <= 32'h00000000;
        else            ex_RF_rD1 <= id_RF_rD1;
    end
    always @(posedge clk or negedge rst_n) begin
        if (!rst_n)     ex_RF_rD2 <= 32'h00000000;
        else if (stall) ex_RF_rD2 <= 32'h00000000;
        else            ex_RF_rD2 <= id_RF_rD2;
    end
    always @(posedge clk or negedge rst_n) begin
        if (!rst_n)     ex_SEXT_ext <= 32'h00000000;
        else if (stall) ex_SEXT_ext <= 32'h00000000;
        else            ex_SEXT_ext <= id_SEXT_ext;
    end
    always @(posedge clk or negedge rst_n) begin
        if (!rst_n)     ex_inst <= 32'h00000000;
        else if (stall) ex_inst <= 32'h00000000;
        else            ex_inst <= id_inst;
    end
    always @(posedge clk or negedge rst_n) begin
        if (!rst_n)     ex_pc <= 32'h00000000;
        else if (stall) ex_pc <= ex_pc;
        else            ex_pc <= id_pc;
    end
    always @(posedge clk or negedge rst_n) begin
        if (!rst_n)     ex_wR <= 5'b0;
        else if (stall) ex_wR <= 5'b0;
        else            ex_wR <= id_wR;
    end
    always @(posedge clk or negedge rst_n) begin
        if (!rst_n)     ex_whi <= 1'b0;
        else if (stall) ex_whi <= 1'b0;
        else            ex_whi <= cu_whi;
    end
endmodule
==> run_summary.xml <==
<?xml version="1.0" encoding="UTF-8"?>
<metrics>
  <group name="outcome">
    <metric name="result_of_the_run" unit="">completed</metric>
  </group>
  <group name="power_and_ir_drop">
    <metric name="clockPowerShare" unit="">0.416</metric>
    <metric name="internal-power" unit="mW">8.681</metric>
    <metric name="switching_share" unit="">0.2270</metric>
    <metric name="power.sequential.fraction" unit="">0.463</metric>
    <metric name="power.ir.vdd_worst" unit="mV">0.7342</metric>
    <metric name="total_leakage_power" unit="nW">5.030</metric>
    <metric name="power.density_cell_area" unit="nW/um^2">1040</metric>
    <metric name="power.net_switching" unit="mW">2.549</metric>
    <metric name="combinationalPowerShare" unit="">0.121</metric>
  </group>
  <group name="critical_path">
    <metric name="crit_fanout" unit="">1</metric>
    <metric name="worstRegToRegCells" unit="">2</metric>
    <metric name="worstPathCellList" unit="">buf_2</metric>
    <metric name="cpMaxStageDelayCell" unit="">sky130_fd_sc_hd__dfrtp_2</metric>
    <metric name="criticalPathCategory" unit="">flip-flop to primary output</metric>
    <metric name="startpoint" unit="">ex_sext_op[1]</metric>
    <metric name="crit_path_max_incr_delay" unit="ns">0.50</metric>
    <metric name="critPathCaptureType" unit="">primary output</metric>
    <metric name="crit-reg2reg-launch" unit="">ex_pc[29]</metric>
    <metric name="worst_setup_path_start_kind" unit="">flip-flop</metric>
    <metric name="worstPathBufferInverterCount" unit="">1</metric>
    <metric name="worst-path-stages" unit="">1</metric>
    <metric name="worst-endpoint-arrival" unit="ns">1.14</metric>
    <metric name="r2r_setup_slack" unit="ns">0.56</metric>
    <metric name="worst_r2r_endpoint" unit="">ex_pc[29]</metric>
    <metric name="endpoint" unit="">ex_sext_op[1]</metric>
    <metric name="cp.required" unit="ns">1.20</metric>
    <metric name="critical-path-top-delay-family" unit="">flip-flops</metric>
  </group>
  <group name="global_routing">
    <metric name="gr-total-overflow" unit="">0</metric>
    <metric name="grt_pass1_vias" unit="">4669</metric>
    <metric name="largest_net_degree_at_the_start_of_global_routing" unit="">46</metric>
    <metric name="initial_antenna_violation_count" unit="">3</metric>
    <metric name="globalRouteTotalUtil" unit="">0.08783</metric>
    <metric name="grt_pass1_wl" unit="mm">33.39</metric>
  </group>
  <group name="placed_design">
    <metric name="detailedPlacementHpwl" unit="mm">17.96</metric>
    <metric name="dpl_worst_slack" unit="ns">0.06571</metric>
    <metric name="numPlacedInstances" unit="">1324</metric>
    <metric name="port_buffers" unit="">360</metric>
    <metric name="place_congestion" unit="">0.8059</metric>
  </group>
  <group name="floorplanning">
    <metric name="dieHeight" unit="um">228</metric>
    <metric name="rows" unit="">76</metric>
    <metric name="io_pins" unit="">361</metric>
    <metric name="floorplan.die.width" unit="um">228</metric>
    <metric name="fp.coreArea" unit="sq um">42890</metric>
    <metric name="chip_area" unit="sq um">51980</metric>
    <metric name="floorplan.core_util" unit="">0.1375</metric>
  </group>
  <group name="final_timing">
    <metric name="post-route-worst-setup-slack" unit="ns">0.06304</metric>
    <metric name="final_setup_violation_count" unit="">0</metric>
    <metric name="final_hold_viol_count" unit="">0</metric>
    <metric name="hold_slack" unit="ns">0.1863</metric>
    <metric name="worstMarginPinSlew" unit="ns">1.027</metric>
    <metric name="min_period" unit="ns">1.437</metric>
    <metric name="final_min_period_over_clock_period" unit="">0.9580</metric>
    <metric name="max_freq" unit="MHz">695.9</metric>
    <metric name="fin_tns_setup" unit="ns">0</metric>
    <metric name="final_max_slew_viol_count" unit="">0</metric>
    <metric name="clock_skew" unit="ns">0</metric>
    <metric name="max-slew-margin-rel" unit="">0.3133</metric>
    <metric name="rsz0062_at_grt" unit="">no</metric>
  </group>
  <group name="clock_tree">
    <metric name="cts_tree" unit="">built</metric>
    <metric name="cts-root-buf" unit="">sky130_fd_sc_hd__clkbuf_16</metric>
    <metric name="path_clk_slew" unit="ns">0.07</metric>
    <metric name="htree_num_levels" unit="">4</metric>
    <metric name="maximum_clock_insertion_buffer_count" unit="">2</metric>
    <metric name="clock_sink_count" unit="">179</metric>
    <metric name="clk_latency" unit="ns">0.47</metric>
    <metric name="cts-buffers-inserted" unit="">17</metric>
  </group>
  <group name="worst_hold_path">
    <metric name="hold_path.class" unit="">input port to flip-flop</metric>
  </group>
  <group name="synthesis">
    <metric name="simple_gate_portion_of_the_synthesized_area" unit="">0.1559</metric>
    <metric name="yosys-stat-cells" unit="">378</metric>
    <metric name="tally_of_yosys_warning_messages" unit="">1</metric>
    <metric name="synth.cellmix.adderShare" unit="">0</metric>
    <metric name="synthesized_area" unit="sq um">5898</metric>
    <metric name="post_synth_main_logic_family" unit="">simple AND/OR/NAND/NOR gates</metric>
    <metric name="synth_sequential_area_ratio" unit="">0.7597</metric>
    <metric name="post_synth_area_from_yosys_stat" unit="sq um">5898</metric>
    <metric name="post_synth_num_cell_types" unit="">7</metric>
    <metric name="ys_sh_xor" unit="">0</metric>
    <metric name="synth_cells" unit="">378</metric>
    <metric name="synth.avg_cell_area" unit="sq um">15.60</metric>
    <metric name="yosys_register_bits" unit="">179</metric>
    <metric name="synthAoiAreaFrac" unit="">0</metric>
    <metric name="synthMuxAreaShare" unit="">0.06109</metric>
  </group>
  <group name="final_layout">
    <metric name="area_growth_syn_to_layout" unit="%">83.14</metric>
    <metric name="final_common_cell" unit="">sky130_fd_sc_hd__clkdlybuf4s50_1</metric>
    <metric name="fraction_of_final_layout_cells_with_drive_strength_greater_than_1" unit="">0.1239</metric>
    <metric name="layoutNonFillerInstCount" unit="">1362</metric>
    <metric name="nFillCells" unit="">4483</metric>
    <metric name="layout.cells.most_common_list" unit="">sky130_fd_sc_hd__clkdlybuf4s50_1 (179), sky130_fd_sc_hd__dfrtp_1 (176), sky130_fd_sc_hd__dlygate4sd2_1 (168)</metric>
  </group>
  <group name="routing">
    <metric name="wirelength" unit="mm">22.54</metric>
    <metric name="first_iter_violations" unit="">85</metric>
    <metric name="route.detailed.vias_per_inst" unit="">3.103</metric>
    <metric name="detailroute.via_count" unit="">4226</metric>
    <metric name="detail_route.wl_per_cell" unit="um">16.55</metric>
    <metric name="post_detailed_route_drc_marker_count" unit="">0</metric>
    <metric name="route.antenna.remaining_nets" unit="">0</metric>
    <metric name="drt_first_pass_iters" unit="">4</metric>
  </group>
  <group name="flow_run">
    <metric name="log.warning_count" unit="">25</metric>
    <metric name="max_capacitance_violation_count" unit="">0</metric>
  </group>
</metrics>
-- final cells by class --
| type | count | area (sq um) | area share |
|---|---|---|---|
| clock buffer | 18 | 429.2 | 0.03973 |
| tap | 585 | 732.0 | 0.06776 |
| multi-input combinational | 179 | 1280 | 0.1185 |
| sequential | 179 | 4483 | 0.4150 |
| antenna | 2 | 5.005 | 0.0004633 |
| timing repair buffer | 386 | 3696 | 0.3422 |
| clock inverter | 13 | 176.4 | 0.01633 |
-- synthesized netlist by cell type, drive strengths merged --
| cell | n | area (sq um) |
|---|---|---|
| dfrtp | 178 | 4454 |
| nor2b | 146 | 913.4 |
| mux2 | 32 | 360.4 |
| buf | 20 | 137.6 |
| dfstp | 1 | 26.28 |
| or2 | 1 | 6.260 |
-- power groups by stage --
stage         clock, mW  combinational (mW)  sequential (mW)
CTS                4.90                1.41             5.21
global route       5.04                1.50             5.24
finish             4.67                1.36             5.20
-- kinds of logic after synthesis --
logic type / Yosys count
flip-flops: 179
buffers and inverters: 20
AND/OR/NAND/NOR: 147
multiplexers: 32
-- registers in the layout, summed over array words and instances, names as in the netlist --
register     flops
ex_pc           32
ex_whi           1
ex_ALUB_sel      1
ex_RF_rD2       32
ex_rf_we         1
ex_SEXT_ext     32
ex_wR            5
ex_inst         32
ex_ALU_sel       4
ex_pc_sel        1
ex_RF_rD1       32
ex_sext_op       3
ex_wd_sel        2
ex_dram_we       1
-- per-layer routing --
metal | global-route usage | share of wire | vias to the layer above
li1 | - | - | 1949
met3 | 0.05875 | 0.14 | 30
met2 | 0.1301 | 0.43 | 248
met4 | 0.01312 | 0.019 | 6
met5 | 0 | 0.0014 | -
met1 | 0.1069 | 0.41 | 1993
-- what timing repair did --
action	in CTS	in global routing
gates resized	197	0
hold buffers	2	0
setup endpoints to repair	179	0
setup buffers	3	0
hold endpoints to repair	36	0
-- how the worst min path moves through the flow --
stage                 start     end  slack, ns  cells past startpoint
after CTS             stall  ex_whi       0.14                      2
after global routing  stall  ex_whi       0.16                      2
final                 stall  ex_whi       0.19                      2
-- stage by stage --
stage          power (mW)  area, sq um  utilization
2_1_floorplan       5.513         5898            -
3_3_place_gp        6.873        10360       0.2415
3_5_place_dp        6.882        10360       0.2415
4_1_cts             11.52        10800       0.2518
5_1_grt             11.78        10800       0.2518
6_report            11.23        10800       0.2519
No activity file was given, so power comes from the tool's default toggle rates.
