==> flow/design.v <==
module ID(
    input           clk,
    input           rst_n,
    input   [31:7]  inst,
    input   [4:0]   wR,
    input   [31:0]  wD,
    input           rf_we,
    input   [2:0]   sext_op,
    output  [31:0]  RF_rD1,
    output  [31:0]  RF_rD2,
    output  [31:0]  SEXT_ext,
    output  [4:0]   id_wR
    );
    assign  id_wR = inst[11:7];
    regfile U_RF(
        .clk    (clk)           ,
        .rst_n  (rst_n)         ,
        .rR1    (inst[19:15])   ,
        .rR2    (inst[24:20])   ,
        .wR     (wR)            ,
        .wD     (wD)            ,
        .rf_we  (rf_we)         ,
        .rD1    (RF_rD1)        ,
        .rD2    (RF_rD2)
    );
    SEXT U_SEXT(
        .inst       (inst[31:7]),
        .sext_op    (sext_op)   ,
        .ext        (SEXT_ext)
    );
endmodule
module SEXT(
    input           [31:7]  inst,
    input           [ 2:0]  sext_op,
    output  reg     [31:0]  ext
    );
    always @(*) begin
        case(sext_op)
            3'b000:      
                ext = {{20{inst[31]}}, inst[31:20]};
            3'b001:      
                ext = {{20{inst[31]}}, inst[31:25], inst[11:7]};
            3'b010:      
                ext = {{20{inst[31]}}, inst[7], inst[30:25], inst[11:8], 1'b0};
            3'b011:      
                ext = {{12{inst[31]}}, inst[31], inst[19:12], inst[20], inst[30:21], 1'b0};
            3'b100:      
                ext = {inst[31:12], 12'h0000};
            default: ext = 32'b00000000;
        endcase
    end
endmodule
module regfile(
    input               clk     ,
    input               rst_n   ,
    input       [4:0]   rR1     ,
    input       [4:0]   rR2     ,
    input       [4:0]   wR      ,
    input       [31:0]  wD      ,
    input               rf_we   ,
    output      [31:0]  rD1    ,
    output      [31:0]  rD2
    );
    reg [31:0]  register[1:31];
    assign  rD1 = (rR1 == 'd0) ? 0 : register[rR1];
    assign  rD2 = (rR2 == 'd0) ? 0 : register[rR2];
    always @(negedge clk or negedge rst_n) begin
        if (!rst_n) begin
            register[1] = 32'h0;
            register[2] = 32'h0;
            register[3] = 32'h0;
            register[4] = 32'h0;
            register[5] = 32'h0;
            register[6] = 32'h0;
            register[7] = 32'h0;
            register[8] = 32'h0;
            register[9] = 32'h0;
            register[10] = 32'h0;
            register[11] = 32'h0;
            register[12] = 32'h0;
            register[13] = 32'h0;
            register[14] = 32'h0;
            register[15] = 32'h0;
            register[16] = 32'h0;
            register[17] = 32'h0;
            register[18] = 32'h0;
            register[19] = 32'h0;
            register[20] = 32'h0;
            register[21] = 32'h0;
            register[22] = 32'h0;
            register[23] = 32'h0;
            register[24] = 32'h0;
            register[25] = 32'h0;
            register[26] = 32'h0;
            register[27] = 32'h0;
            register[28] = 32'h0;
            register[29] = 32'h0;
            register[30] = 32'h0;
            register[31] = 32'h0;
        end
        else if(rf_we) begin
            register[wR] = wD;
        end
    end
endmodule
==> flow/run.sh <==
#!/bin/bash
# OpenROAD 26Q1-2900-gdf79404cd8, Yosys 0.63+post, stock flow scripts
make -C /OpenROAD-flow-scripts/flow DESIGN_CONFIG=/design/flow/config.mk WORK_HOME=/design/flow/orfs finish
==> flow/config.mk <==
export PLATFORM = sky130hd
export DESIGN_NAME = ID
export DESIGN_NICKNAME = ID
export VERILOG_FILES = /design/flow/design.v
export SDC_FILE = /design/flow/constraint.sdc
export NUM_CORES = 4
export LEC_CHECK = 1
export CORE_UTILIZATION = 30
==> flow/constraint.sdc <==
current_design ID

set clk_period 11.1
set clk_io_pct 0.2

create_clock -name clk0 -period $clk_period [get_ports {clk}]

set non_clock_inputs [all_inputs -no_clocks]
set_input_delay [expr $clk_period * $clk_io_pct] -clock clk0 $non_clock_inputs
set_output_delay [expr $clk_period * $clk_io_pct] -clock clk0 [all_outputs]
==> results.toml <==
# yosys + openroad results
[layout]
largest_reg_flops = 992
design_area_sq_um = 58200
fin_cells = 6603
flop_area_sq_um = 24800
lay_top_cells = "dfrtn_1 (992), mux2_2 (975), a22oi_1 (822), buf_4 (214), nand2_1 (188)"
postLayoutCoreUtil_pct = 35.3
layout_top_cell = "dfrtn_1"
drive_gt1_share_pct = 33.8
fillerInstances = 16000
combGateArea_sq_um = 23400
area_growth_pct = 16.9

[yosys]
aoi_share_pct = 16.6
ff_type = "dfrtn_1"
mux_share_pct = 22.6
ys_ff = 992
ys_seq_share_pct = 49.9
ys_area_sq_um = 49800
adder_share_pct = 0
synthesis.area_sq_um = 49800
ys_cells = 4249
synth-xor-area-share_pct = 0.0176
synth_cell_types = 65
async_flop_share_pct = 100
yosys_warnings = 3
edf_count = 0
synth_area_per_cell_sq_um = 11.7
logic_family = "multiplexers"
synthCells = 4249
ys_sh_simple_pct = 6.65

[final_timing]
tightest_slew_ps = 1140
max_slew_margin_pct = 23.6
fin_worst_skew_ps = 0
rsz0062_at_grt = "false"
tns_ps = 0
setup_viol = 0
hold_violations = 0
drv_slew = 0

[min_path]
hold_start = "U_RF.register[21][10]$_DFFE_NN0P_"
hold_path_class = "reg2reg"
whs_endpoint = "U_RF.register[21][10]$_DFFE_NN0P_"
holdPathStages = 1

[critical_path]
cpMostUsedCell = "a21oi_1"
r2r_slack_ps = 10210
cp_slowest_cell = "a21oi_1"
max_stage_delay_ps = 750
rr_startpoint = "U_RF.register[24][29]$_DFFE_NN0P_"
worstSetupStartpointType = "register"
critPathLaunch = "U_RF.register[11][18]$_DFFE_NN0P_"
crit_type = "reg2out"
cp.arrival_ps = 8620
r2r-end = "U_RF.register[24][29]$_DFFE_NN0P_"
cp.required_ps = 8880
critPathMaxFanout = 3
reg2reg_depth = 1
end_kind = "output pin"
cp_num_buf_inv = 1
crit_chain = "nand4_1 -> a21oi_1 -> a21oi_1 -> nand4_1 -> nor2_1 -> a21oi_1 -> clkdlybuf4s50_1"
path_delay_family = "AND-OR/OR-AND gates"
path_depth = 7

[clocking]
cts_tree = "built"
root_buffer = "clkbuf_16"
cts_sinks = 992
clk_latency_ps = 670
cts-resized-gates = 0
hold_buffers = 0
cts_setup_buffers = 0
htreeDepth = 3
cts_buffers = 104
clk_pin_slew_ps = 50
clockBufferDepth = 3

[routing]
viasPerCell = 6.59
dr.pass1.iters = 10
num_vias = 43500
drtAntennaViolNets = 0
post_drt_wl_per_cell_um = 38.2
drt_iter0_drc = 5778
wirelength_mm = 252
drc = 0

[die]
fp_util_pct = 30.2
placementRows = 149
die_height_um = 409
die_area_sq_um = 168000
core_sq_um = 165000
io_pins = 169
die-width_um = 409

[placed_design]
gp_congestion = 1.01
dp.cells = 6397
hpwlAfterDp_mm = 148
place.port_buffers = 168
place_area_sq_um = 54700

[global_routing]
grt_use_total_pct = 30.7
grt_pass1_vias = 43200
grt_overflow = 0
antenna_found_initial = 16
grt_max_degree = 112
grt_pass1_wl_mm = 349

[power_and_ir_drop]
total_power_mw = 10.2
power.density_nw_per_um2 = 175
power_leakage_nw = 24.8
vdd_drop_max_v = 0.000123

[run_status]
status = "complete, no violations"

[flow_run]
max-cap-violations = 0
warning_count = 33
==> logic make-up (layout without fill, tap and decap cells) <==
group	Yosys count	in the layout
flops	992	992
xor+xnor	1	1
other cells	0	20
compound gates	1145	1145
mux	1000	1000
buf+inv	448	593
simple gates	663	663
==> where the power goes <==
| part | switching [mW] | internal, mW | leakage, nW | total (mW) |
|---|---|---|---|---|
| logic | 0.702 | 0.773 | 10.4 | 1.48 |
| clock network | 1.54 | 2.07 | 1.69 | 3.61 |
| registers | 0.687 | 4.39 | 12.7 | 5.08 |
==> worst max-delay path by stage <==
| stage | slack (ps) | endpoint |
|---|---|---|
| 4_1_cts | 410 | RF_rD1[18] |
| 5_1_grt | 210 | RF_rD1[18] |
| 6_report | 260 | RF_rD1[18] |
==> cell usage after synthesis, types with 20 or more instances <==
cell type / number / area share, %
dfrtn_1: 992 / 50
mux2_2: 975 / 22
a22oi_1: 822 / 12
buf_2: 236 / 2.4
nand2_1: 200 / 1.5
a21oi_1: 180 / 1.8
clkbuf_1: 158 / 1.2
nor2_1: 126 / 0.95
nand4_1: 110 / 1.4
nand3_1: 56 / 0.56
nor3_1: 56 / 0.56
a222oi_1: 44 / 0.88
buf_4: 27 / 0.41
nor4_1: 22 / 0.28
nor2b_1: 21 / 0.26
a31oi_1: 20 / 0.25
==> per-stage QoR <==
stage	hold slack [ps]	setup WS [ps]
floorplan	439	1870
global placement	468	732
detailed placement	476	746
CTS	475	414
global route	491	209
finish	477	260
==> routing by layer <==
metal	track usage, %	vias up	share of wire (%)
met5	2.87	-	0.25
met4	17.7	32	8.2
met3	21.0	1337	18
met2	40.5	4109	39
met1	36.4	21500	35
li1	-	16500	-
==> area by class of cell <==
type | instances | area share [%]
Inverter | 6 | 0.0387
Tap cell | 2189 | 4.71
Antenna cell | 20 | 0.0860
Timing Repair Buffer | 401 | 6.33
Sequential cell | 992 | 42.7
Clock buffer | 149 | 5.20
Multi-Input combinational cell | 2809 | 40.2
Clock inverter | 37 | 0.721
Power figures rest on the tool's default switching activity, not on a simulated workload.
